### config.mk
export PLATFORM = sky130hd
export DESIGN_NAME = rls
export DESIGN_NICKNAME = rls
export VERILOG_FILES = /design/flow/design.v
export SDC_FILE = /design/flow/constraint.sdc
export NUM_CORES = 4
export LEC_CHECK = 1
export CORE_AREA = 10 10 70 70
export DIE_AREA = 0 0 80 80
### constraint.sdc
current_design rls

set clk_period 2.1
set clk_io_pct 0.2

create_clock -name clk0 -period $clk_period

set non_clock_inputs [all_inputs -no_clocks]
set_input_delay [expr $clk_period * $clk_io_pct] -clock clk0 $non_clock_inputs
set_output_delay [expr $clk_period * $clk_io_pct] -clock clk0 [all_outputs]
### design.v
`timescale 1ns / 1ps
module ls(
    input [7:0]I,
    input [2:0]S,
    output [7:0]O
    );
wire [7:0]O1,O2;
ls1 g1(I,S[0],O1);
ls2 g2(O1,S[1],O2);
ls4 g3(O2,S[2],O);
endmodule
`timescale 1ns / 1ps
module ls1(
    input [7:0]I,
    input S,
    output [7:0]O
    );
mux2x1 m11(I[0],0,S,O[0]);
mux2x1 m12(I[1],I[0],S,O[1]);
mux2x1 m13(I[2],I[1],S,O[2]);
mux2x1 m14(I[3],I[2],S,O[3]);
mux2x1 m15(I[4],I[3],S,O[4]);
mux2x1 m16(I[5],I[4],S,O[5]);
mux2x1 m17(I[6],I[5],S,O[6]);
mux2x1 m18(I[7],I[6],S,O[7]);
endmodule
`timescale 1ns / 1ps
module ls2(
    input [7:0]I,
    input S,
    output [7:0]O
    );
mux2x1 m21(I[0],0,S,O[0]);
mux2x1 m22(I[1],0,S,O[1]);
mux2x1 m23(I[2],I[0],S,O[2]);
mux2x1 m24(I[3],I[1],S,O[3]);
mux2x1 m25(I[4],I[2],S,O[4]);
mux2x1 m26(I[5],I[3],S,O[5]);
mux2x1 m27(I[6],I[4],S,O[6]);
mux2x1 m28(I[7],I[5],S,O[7]);
endmodule
`timescale 1ns / 1ps
module ls4(
    input [7:0]I,
    input S,
    output [7:0]O
    );
mux2x1 m41(I[0],0,S,O[0]);
mux2x1 m42(I[1],0,S,O[1]);
mux2x1 m43(I[2],0,S,O[2]);
mux2x1 m44(I[3],0,S,O[3]);
mux2x1 m45(I[4],I[0],S,O[4]);
mux2x1 m46(I[5],I[1],S,O[5]);
mux2x1 m47(I[6],I[2],S,O[6]);
mux2x1 m48(I[7],I[3],S,O[7]);
endmodule
`timescale 1ns / 1ps
module mux2x1(
    input I0,
    input I1,
    input S,
    output O
    );
not g1(t1,S);
and g2(t2,t1,I0);
and g3(t3,S,I1);
or g4(O,t2,t3);
endmodule
`timescale 1ns / 1ps
module rls(
    input [7:0]I,
    input [2:0]S,
    input P,
    output [7:0]O
    );
wire [7:0]Ol,Or;
mux2x1 m1(I[7],I[0],P,Ol[0]);
mux2x1 m2(I[6],I[1],P,Ol[1]);
mux2x1 m3(I[5],I[2],P,Ol[2]);
mux2x1 m4(I[4],I[3],P,Ol[3]);
mux2x1 m5(I[3],I[4],P,Ol[4]);
mux2x1 m6(I[2],I[5],P,Ol[5]);
mux2x1 m7(I[1],I[6],P,Ol[6]);
mux2x1 m8(I[0],I[7],P,Ol[7]);
ls sl(Ol,S,Or);
mux2x1 m9(Or[7],Or[0],P,O[0]);
mux2x1 ma(Or[6],Or[1],P,O[1]);
mux2x1 mb(Or[5],Or[2],P,O[2]);
mux2x1 mc(Or[4],Or[3],P,O[3]);
mux2x1 md(Or[3],Or[4],P,O[4]);
mux2x1 me(Or[2],Or[5],P,O[5]);
mux2x1 mf(Or[1],Or[6],P,O[6]);
mux2x1 mg(Or[0],Or[7],P,O[7]);
endmodule
### run.sh
#!/bin/bash
# OpenROAD 26Q1-2900-gdf79404cd8, Yosys 0.63+post, stock flow scripts
make -C /OpenROAD-flow-scripts/flow DESIGN_CONFIG=/design/flow/config.mk WORK_HOME=/design/flow/orfs finish
==> notes.md <==
The synthesis and PnR run went through. Design internal power landed at 0.000135 W. The run finished, with violations left. Tally of filler cells in the layout landed at around 360. All-layer global routing usage landed at 0.0573. Final antenna diode count landed at 0. In the Yosys report the total cell count is about 67. The checks that failed: negative setup slack. Initial antenna violation count landed at 0. Placer congestion estimate landed at 0.914. For this design the static power due to leakage is between 0.4 and 0.5 nW. The share of the core area taken by cells at floorplan is 0.187. The most numerous cell type found on the critical path is buf_6. Combinational fraction of design power landed at 1.000. Per the final layout report, the fraction of cells sized above drive strength 1 comes to 0.670. Power spread over the standard cell area amounts to 226 nW/um^2.

The slowest stage of the critical path is the mux4_2 cell. For the completed layout, the total cell area is recorded as 1000 sq um. Die span in x landed at 80 um. Post-synth area from yosys stat landed at 639 sq um. Post-route core utilization landed at 0.293. Maximum ir drop on the vdd rail landed at 0.101 mV. Instance count along the most critical hold path landed at 4. Total standard cell area after synthesis landed at roughly 640 sq um. Per the OpenROAD floorplan log, the height of the die is roughly 80 um.

Total number of vias landed at around 630. On the critical path the data arrives at 1.91 ns. Length of the first detailed-routing pass in iterations landed at 4. Proportion of synthesized chip area in sequential cells landed at 0. Number of warnings the tools reported landed at 35. Yosys warning count landed at 10. Share of power burned in registers landed at 0.

Number of top-level design ports landed at 20. Max-slew violation count landed at 0. In the final report, the number of hold violations comes to 0. Setup repair after global routing could not meet its margin everywhere. At the worst endpoint, the required time is ~1.7 ns. Per the run report, area growth between synthesis and finish was 56.8%. Walking the worst path, the cells encountered are buf_12, mux4_2, buf_6, a221oi_4, a211oi_2, mux2_4, buf_6. Number of buffer cells added on primary ports landed at 20. Slew at the pin closest to its max-slew limit landed at 0.330 ns. Per the detail_route report, vias per standard cell equal 4.43. Number of cell rows landed at 21. Final setup violation count landed at 4. According to the floorplan report, the total die area is 6400 sq um. Total core area landed at ~3400 sq um. The report counts max-capacitance violations totalling 0. Starting DRC count in detailed routing landed at 71. Cell count after synthesis landed at 67.

First-pass GRT wire length landed at between 3000 and 4000 um. The script computed the net switching share of total power as 0.404. The worst setup path is of the in2out kind. STA reports the tightest min-delay check as being of type in2out. Net switching power figure landed at 0.0000916 W.

Total power landed at 0.000227 W. Clock buffer count in the final layout landed at 0. Sum of routed wire length over all layers landed at approximately 1900 um. Leftover overflow at the end of global routing landed at 0.

Normalized max-slew margin landed at 0.778. The number of global-route vias before repair was 686. Final sequential cell count landed at 0. The critical path maximum fanout is 5. The worst setup path is launched from a primary input. Synthesized area divided by synthesized cell count landed at about 9.5 sq um.

For this run, the slowest stage of the critical path takes 0.54 ns. Placed cell area landed at 898 sq um. Entering global routing, the biggest net connects 13 pins.

The routed design shows a wire length per standard cell of 13.3 um. Post-cts hold buffer count landed at 0. Final worst-path cycle share landed at 1.11.

The worst setup path is captured at an output port. Subtracting the final worst setup slack from the clock period gives 2.33 ns. Sequential cell area in the final layout landed at 0 sq um. Sum of net half-perimeters after detailed placement landed at 1480 um. Timing-limited maximum frequency landed at about 430 MHz. After layout, the worst setup slack is -0.227 ns. Antenna violation net count after detailed routing landed at 0. Post-synthesis cell type count landed at 29. The routed layout reports a DRC error count of 0. Part of the total power dissipated in the clock network landed at 0.
==> power groups by stage <==
stage	registers [W]	logic (W)	clock network, W
finish	0	0.000227	0
CTS	0	0.000213	0
global route	0	0.000245	0
==> worst paths after layout <==
check,startpoint,to,slack (ns)
max,P,O[6],-0.23
min,S[0],O[7],1.40
==> metrics by stage <==
step                      worst slack [ns]  setup TNS, ns  cells  hold WS (ns)
final                               -0.227         -0.500    143          1.40
after global routing                -0.269         -0.907    143          1.44
after CTS                           -0.237         -0.690    143          1.42
after detailed placement             -1.05          -7.76    137          2.00
after global placement              -0.989          -7.41    137          2.01
after floorplan                    -0.0545         -0.109     67          1.12
==> metal layers <==
layer  GRT usage  up-vias  wire (um)
met3      0.0102        0        109
met4           0        0          0
met2      0.0891       16        853
met1      0.0850      302        937
met5           0        -          0
li1            -      316          -
==> cell usage in the layout (no fill, tap or decap), types with 2 or more instances in the layout <==
cell             count
a21oi_2              2
a31oi_1              2
and2b_2              2
and3_1               3
buf_2               10
buf_4               18
buf_6                9
clkdlybuf4s15_1      2
inv_1                3
mux2_4               3
mux2i_1              5
mux4_2               6
nand2_1              2
nor2_1               3
==> kinds of logic after synthesis <==
| logic type | synth area share |
|---|---|
| multiplexers | 0.425 |
| XOR/XNOR | 0.0137 |
| AND/OR/NAND/NOR | 0.153 |
| buffers and inverters | 0.215 |
| AND-OR/OR-AND | 0.194 |
==> repair_timing <==
item / CTS / global route
buffers inserted: 6 / 0
resized: 92 / 14
pin swaps: 11 / 5
setup endpoints to repair: 8 / 8
==> cell type report <==
type / count / area, sq um / share of cell area
Timing Repair Buffer: 43 / 355 / 0.355
Multi-Input combinational cell: 51 / 578 / 0.577
Tap cell: 46 / 57.6 / 0.0574
Inverter: 3 / 11.3 / 0.0112
==> Yosys cell counts <==
library cell  number  area, sq um
mux2i_1            5         50.1
xnor2_1            1         8.76
o21ai_0            2         10.0
o22ai_1            1         6.26
a31oi_1            3         18.8
nand2b_1           1         6.26
buf_4              8         60.1
mux4_1             5          131
nor3_1             1         5.00
nor2b_1            1         6.26
a211oi_1           2         15.0
clkbuf_8           4         55.1
and3_1             4         25.0
o31a_1             1         8.76
o32ai_1            1         8.76
mux2_2             4         45.0
a221oi_2           1         15.0
o21bai_1           1         7.51
inv_1              3         11.3
nor2_1             3         11.3
a22o_2             1         10.0
a32oi_1            1         8.76
nor4_1             1         6.26
a21oi_1            3         15.0
and2_1             2         12.5
nand2_1            2         7.51
and2b_2            2         17.5
buf_6              1         11.3
mux4_2             2         45.0
==> worst max-delay path: cells and delay by family <==
kind                   cells  cell delay (ns)
muxes                      2             0.82
AOI/OAI and AO/OA          2             0.33
buffers and inverters      3             0.34
Power is estimated from default activity; no workload was simulated.
