--- flow/design.v ---
`timescale 1ns / 1ps
module reg32(
    input [31:0]D,
    input clk,
    input reset,
    output [31:0]Q
    );
dff d00(D[0],clk,reset,Q[0]);
dff d01(D[1],clk,reset,Q[1]);
dff d02(D[2],clk,reset,Q[2]);
dff d03(D[3],clk,reset,Q[3]);
dff d04(D[4],clk,reset,Q[4]);
dff d05(D[5],clk,reset,Q[5]);
dff d06(D[6],clk,reset,Q[6]);
dff d07(D[7],clk,reset,Q[7]);
dff d08(D[8],clk,reset,Q[8]);
dff d09(D[9],clk,reset,Q[9]);
dff d10(D[10],clk,reset,Q[10]);
dff d11(D[11],clk,reset,Q[11]);
dff d12(D[12],clk,reset,Q[12]);
dff d13(D[13],clk,reset,Q[13]);
dff d14(D[14],clk,reset,Q[14]);
dff d15(D[15],clk,reset,Q[15]);
dff d16(D[16],clk,reset,Q[16]);
dff d17(D[17],clk,reset,Q[17]);
dff d18(D[18],clk,reset,Q[18]);
dff d19(D[19],clk,reset,Q[19]);
dff d20(D[20],clk,reset,Q[20]);
dff d21(D[21],clk,reset,Q[21]);
dff d22(D[22],clk,reset,Q[22]);
dff d23(D[23],clk,reset,Q[23]);
dff d24(D[24],clk,reset,Q[24]);
dff d25(D[25],clk,reset,Q[25]);
dff d26(D[26],clk,reset,Q[26]);
dff d27(D[27],clk,reset,Q[27]);
dff d28(D[28],clk,reset,Q[28]);
dff d29(D[29],clk,reset,Q[29]);
dff d30(D[30],clk,reset,Q[30]);
dff d31(D[31],clk,reset,Q[31]);
endmodule
`timescale 1ns / 1ps
module reverse(
    input [31:0]I,
    input S,
    output [31:0]O
    );
genvar i;
generate
	for(i=0;i<32;i=i+1) begin:gen_loop
		mux2x1 m(I[i],I[31-i],S,O[i]);
	end
endgenerate
endmodule
`timescale 1ns / 1ps
module shift(
    input [31:0]I,
    input [4:0]S,
    input R,
	 input reset,
    output [31:0]O,
    input clk
    );
wire [31:0] w_Ir,w_I1,w_I2,w_I4,w_I8,w_I16,O,w_I01,w_I02,w_I03,w_I04,w_I05,w_I06;
wire [31:0] w1;
wire R_q,R_q1,R_q2,R_q3,R_q4,R_q5,R_q6,S1,S2,S3,S4,S5,S6,S7,S8,S9,S10,S11,S12,S13,S14,S15,S16,S17,S18,S19,S20;
reg32 r1(I,clk,reset,w1);
dff dff1(R,clk,reset,R_q);
reverse rev1(w1,R_q,w_Ir);
reg32 r2(w_Ir,clk,reset,w_I01);
dff dff2(S[4],clk,reset,S1);
dff dff3(S1,clk,reset,S2);
shift16 s16(w_I01,S2,w_I16);
reg32 r3(w_I16,clk,reset,w_I02);
dff dff4(S[3],clk,reset,S3);
dff dff5(S3,clk,reset,S4);
dff dff6(S4,clk,reset,S5);
shift8 s8(w_I02,S5,w_I8);
reg32 r4(w_I8,clk,reset,w_I03);
dff dff7(S[2],clk,reset,S6);
dff dff8(S6,clk,reset,S7);
dff dff9(S7,clk,reset,S8);
dff dff10(S8,clk,reset,S9);
shift4 s4(w_I03,S9,w_I4);
reg32 r5(w_I4,clk,reset,w_I04);
dff dff11(S[1],clk,reset,S10);
dff dff12(S10,clk,reset,S11);
dff dff13(S11,clk,reset,S12);
dff dff14(S12,clk,reset,S13);
dff dff15(S13,clk,reset,S14);
shift2 s2(w_I04,S14,w_I2);
reg32 r6(w_I2,clk,reset,w_I05);
dff dff16(S[0],clk,reset,S15);
dff dff17(S15,clk,reset,S16);
dff dff18(S16,clk,reset,S17);
dff dff19(S17,clk,reset,S18);
dff dff20(S18,clk,reset,S19);
dff dff21(S19,clk,reset,S20);
shift1 s1(w_I05,S20,w_I1);
reg32 r7(w_I1,clk,reset,w_I06);
dff dff22(R_q,clk,reset,R_q1);
dff dff23(R_q1,clk,reset,R_q2);
dff dff24(R_q2,clk,reset,R_q3);
dff dff25(R_q3,clk,reset,R_q4);
dff dff26(R_q4,clk,reset,R_q5);
dff dff27(R_q5,clk,reset,R_q6);
reverse rev2(w_I06,R_q6,O);
endmodule
`timescale 1ns / 1ps
module shift1(
    input [31:0]I,
    input S,
    output [31:0]O
    );
genvar i1;
generate
	for(i1=0;i1<1;i1=i1+1) begin: gen1_loop
		mux2x1 m1(I[i1],1'b0,S,O[i1]);
	end
	for(i1=1;i1<32;i1=i1+1) begin: gen2_loop
		mux2x1 m2(I[i1],I[i1-1],S,O[i1]);
	end
endgenerate
endmodule
`timescale 1ns / 1ps
module shift16(
    input [31:0]I,
    input S,
    output [31:0]O
    );
genvar i1;
generate
	for(i1=0;i1<16;i1=i1+1) begin: gen1_loop
		mux2x1 m1(I[i1],1'b0,S,O[i1]);
	end
	for(i1=16;i1<32;i1=i1+1) begin: gen2_loop
		mux2x1 m2(I[i1],I[i1-16],S,O[i1]);
	end
endgenerate
endmodule
`timescale 1ns / 1ps
module shift2(
    input [31:0]I,
    input S,
    output [31:0]O
    );
genvar i1;
generate
	for(i1=0;i1<2;i1=i1+1) begin: gen1_loop
		mux2x1 m7(I[i1],1'b0,S,O[i1]);
	end
	for(i1=2;i1<32;i1=i1+1) begin: gen2_loop
		mux2x1 m8(I[i1],I[i1-2],S,O[i1]);
	end
endgenerate
endmodule
`timescale 1ns / 1ps
module shift4(
    input [31:0]I,
    input S,
    output [31:0]O
    );
genvar i1;
generate
	for(i1=0;i1<4;i1=i1+1) begin: gen1_loop
		mux2x1 m5(I[i1],1'b0,S,O[i1]);
	end
	for(i1=4;i1<32;i1=i1+1) begin: gen2_loop
		mux2x1 m6(I[i1],I[i1-4],S,O[i1]);
	end
endgenerate
endmodule
`timescale 1ns / 1ps
module shift8(
    input [31:0]I,
    input S,
    output [31:0]O
    );
genvar i1;
generate
	for(i1=0;i1<8;i1=i1+1) begin: gen1_loop
		mux2x1 m3(I[i1],1'b0,S,O[i1]);
	end
	for(i1=8;i1<32;i1=i1+1) begin: gen2_loop
		mux2x1 m4(I[i1],I[i1-8],S,O[i1]);
	end
endgenerate
endmodule
`timescale 1ns / 1ps
module mux2x1(
    input I0,
    input I1,
    input S,
    output O
    );
not g1(t1,S);
and g2(t2,t1,I0);
and g3(t3,S,I1);
or g4(O,t2,t3);
endmodule
`timescale 1ns / 1ps
module dff(
    input D,
    input clk,
    input reset,
    output reg Q
    );
always@(posedge clk or posedge reset)
begin
	if(reset)
		Q<=0;
	else 
		Q<=D;
end
endmodule
--- flow/run.sh ---
#!/bin/bash
# OpenROAD 26Q1-2900-gdf79404cd8, Yosys 0.63+post, stock flow scripts
make -C /OpenROAD-flow-scripts/flow DESIGN_CONFIG=/design/flow/config.mk WORK_HOME=/design/flow/orfs finish
--- flow/config.mk ---
export PLATFORM = sky130hd
export DESIGN_NAME = shift
export DESIGN_NICKNAME = shift
export VERILOG_FILES = /design/flow/design.v
export SDC_FILE = /design/flow/constraint.sdc
export NUM_CORES = 4
export LEC_CHECK = 1
export CORE_UTILIZATION = 50
--- flow/constraint.sdc ---
current_design shift

set clk_period 2.0
set clk_io_pct 0.2

create_clock -name clk0 -period $clk_period [get_ports {clk}]

set non_clock_inputs [all_inputs -no_clocks]
set_input_delay [expr $clk_period * $clk_io_pct] -clock clk0 $non_clock_inputs
set_output_delay [expr $clk_period * $clk_io_pct] -clock clk0 [all_outputs]
==> impl_metrics.env <==
# flow metrics
export IMPL_status="complete, but fails checks"
export IMPL_violations="design-rule violations, negative setup slack"
export IMPL_floorplan_die_area_um2=19100
export IMPL_grt_antenna_before_repair=0
export IMPL_drt_drc_violations_left=10
export IMPL_vdd_ir_drop_max_uv=726
export IMPL_edf_count=0
export IMPL_period_minus_slack_ps=2270
export IMPL_critical_path_peak_fanout=16
export IMPL_drt_vias_per_instance=4.64
export IMPL_worst_endpoint_required_ps=1600
export IMPL_top_area_share_pct=67.7
export IMPL_maxClockFrequency_ghz=0.440
export IMPL_n_antenna_cell=0
export IMPL_fp_utilization_pct=51.3
export IMPL_yosysTopAreaCell="sky130_fd_sc_hd__dfrtp_1"
export IMPL_synth_yosys_seq_area_share_pct=67.7
export IMPL_ff_type="sky130_fd_sc_hd__dfrtp_1"
export IMPL_clk_insertion_delay_late_ps=510
export IMPL_final_cell_count_no_fill=832
export IMPL_die_w_um=138
export IMPL_finalHoldViolCount=0
export IMPL_p_leak_nw=4.88
export IMPL_h_tree_depth=1
export IMPL_power_per_cell_area_nw_per_um2=1030
export IMPL_openroad_warnings=30
export IMPL_post_dp_cell_area_um2=9890
export IMPL_io_buffers=71
export IMPL_finalSetupViolations=24
export IMPL_tritoncts_num_buffers=25
export IMPL_maximum_clock_path_buffer_count=3
export IMPL_topCellsByArea="sky130_fd_sc_hd__dfrtp_1 (68%), sky130_fd_sc_hd__mux2_2 (20%), sky130_fd_sc_hd__mux2_4 (4.7%)"
export IMPL_global_route_wire_length_before_repair_mm=19.5
export IMPL_setup_worst_path_end_class="output port"
export IMPL_placement_rows=49
export IMPL_worstMarginPinSlew_ps=553
export IMPL_most_common_cell="sky130_fd_sc_hd__dfrtp_1"
export IMPL_globalRouteOverflowTotal=0
export IMPL_number_of_hold_repair_buffers_added_at_the_cts_stage=0
export IMPL_syn_mean_instance_area_um2=17.4
export IMPL_setup_total_negative_slack_ps=-5670
export IMPL_drc_violation_total_after_the_first_tritonroute_iteration=109
export IMPL_min_path_type="input pin to flip-flop"
export IMPL_rsz0062_at_grt="true"
export IMPL_finalWorstSetupSlack_ps=-273
export IMPL_ys_warn_count=4
export IMPL_num_io_pins=72
export IMPL_grt_usage_pct=13.1
export IMPL_synth_cells=534
export IMPL_reg2reg_setup_slack_ps=750
export IMPL_asyncSetResetFlopFracSynth_pct=100
export IMPL_post_place_cells=786
export IMPL_synth_cell_area_um2=9280
export IMPL_period_used_pct=114
export IMPL_drtPass1Iterations=44
export IMPL_reg_clk_slew_reported_paths_ps=60
export IMPL_yosys_register_bits=251
export IMPL_ys_area_um2=9280
export IMPL_vert_die_dim_um=138
export IMPL_worstPathArrival_ps=1870
export IMPL_layout_drive_gt1_share_pct=41.5
export IMPL_areaGrowthSynthToFinish_pct=15.1
export IMPL_routabilityCongestion=0.784
export IMPL_ys_cells=534
export IMPL_placeable_core_region_um2=18100
export IMPL_routed_wl_mm=11.3
export IMPL_startpoint_type="flip-flop"
export IMPL_final_antenna_net_count=0
export IMPL_routed_via_count=3862
export IMPL_relative_max_transition_margin_pct=63.1
export IMPL_cts_tree="built"
export IMPL_timing_max_transition_violations_final=0
export IMPL_grt_start_max_net_pins=114
export IMPL_route_detailed_wl_per_inst_um=13.5
export IMPL_timing_setup_critical_path_class="flip-flop to output port"
export IMPL_detailed_placement_hpwl_mm=7.16
export IMPL_clock_root_buffer="sky130_fd_sc_hd__clkbuf_16"
export IMPL_skew_ps=19.3
export IMPL_finish_instance_area_um2=10700
export IMPL_timing_max_cap_violations=0
export IMPL_cts_num_sinks=251
export IMPL_via_count_of_the_first_global_routing_pass=4080
export IMPL_final_hold_worst_slack_ps=325
export IMPL_ys_types=8
export IMPL_yosys_top_cells_count="sky130_fd_sc_hd__dfrtp_1 (251), sky130_fd_sc_hd__mux2_2 (164), sky130_fd_sc_hd__buf_4 (35), sky130_fd_sc_hd__nor2b_1 (31), sky130_fd_sc_hd__mux2_4 (29)"
==> worst paths after layout <==
check / from / endpoint / cells after the start
min in group asynchronous: reset / dff9.Q / 3
worst max-delay path: dff27.Q / O[0] / 3
worst min-delay path: I[13] / r1.d13.Q / 1
max in group asynchronous: reset / dff13.Q / 3
worst min register to register: dff19.Q / dff20.Q / 0
worst max register to register: dff10.Q / r5.d24.Q / 2
==> critical path, cell delays in order, from the launching register on <==
cell and delay (ps):
sky130_fd_sc_hd__dfrtp_2 420, sky130_fd_sc_hd__clkbuf_16 210, sky130_fd_sc_hd__mux2_2 330, sky130_fd_sc_hd__clkdlybuf4s50_1 400
==> repair_timing <==
| action | CTS | global route |
|---|---|---|
| gates resized | 8 | 18 |
| setup buffers | 0 | 1 |
| cloned | 0 | 1 |
| endpoints found under the setup margin | 32 | 30 |
==> report_power, final <==
group	total [mW]	switching [mW]	leakage, nW	internal, mW
clock network	4.28	1.70	0.378	2.58
registers	5.73	0.207	3.08	5.53
logic	0.981	0.315	1.42	0.666
total	11.0	2.22	4.88	8.77
==> through the flow <==
stage,power (mW),util [%],setup slack (ps)
floorplan,6.56,-,-1700
global placement,6.81,54.7,287
detailed placement,6.82,54.7,262
CTS,11.2,58.9,-295
global route,11.5,59.0,-338
finish,11.0,59.0,-273
==> metal layers <==
metal | global-route usage (%) | up-vias | share of wire [%]
li1 | - | 1885 | -
met1 | 19.1 | 1869 | 41
met2 | 22.1 | 88 | 52
met3 | 2.44 | 20 | 5.0
met4 | 2.31 | 0 | 1.7
met5 | 0 | - | 0
==> final cells by class <==
cell class	instances	area, µm²
Clock inverter	6	61.3
Fill cell	1328	7410
Sequential cell	251	6280
Tap cell	229	287
Timing Repair Buffer	83	831
Multi-Input combinational cell	224	2490
Inverter	1	7.51
Clock buffer	38	714
==> cells in the final DEF (no fill, tap or decap) <==
cell type,n
sky130_fd_sc_hd__buf_12,4
sky130_fd_sc_hd__buf_2,2
sky130_fd_sc_hd__buf_4,7
sky130_fd_sc_hd__bufinv_16,1
sky130_fd_sc_hd__clkbuf_1,9
sky130_fd_sc_hd__clkbuf_16,26
sky130_fd_sc_hd__clkbuf_2,6
sky130_fd_sc_hd__clkbuf_8,4
sky130_fd_sc_hd__clkdlybuf4s50_1,62
sky130_fd_sc_hd__clkinv_2,3
sky130_fd_sc_hd__clkinvlp_4,2
sky130_fd_sc_hd__dfrtp_1,250
sky130_fd_sc_hd__dfrtp_2,1
sky130_fd_sc_hd__dlymetal6s2s_1,1
sky130_fd_sc_hd__inv_6,1
sky130_fd_sc_hd__mux2_2,159
sky130_fd_sc_hd__mux2_4,34
sky130_fd_sc_hd__nor2b_1,31
==> cells by family after synthesis <==
family	share of synthesized area, %
buffers and inverters	5.60
and+or+nand+nor	2.09
muxes	24.6
DFF	67.7
Power and IR drop assume default switching activity.
