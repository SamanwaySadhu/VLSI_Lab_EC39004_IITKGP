## design/flow/run.sh

```bash
#!/bin/bash
# OpenROAD 26Q1-2900-gdf79404cd8, Yosys 0.63+post, stock flow scripts
make -C /OpenROAD-flow-scripts/flow DESIGN_CONFIG=/design/flow/config.mk WORK_HOME=/design/flow/orfs finish
```

## design/flow/config.mk

```make
export PLATFORM = sky130hd
export DESIGN_NAME = rs
export DESIGN_NICKNAME = rs
export VERILOG_FILES = /design/flow/design.v
export SDC_FILE = /design/flow/constraint.sdc
export NUM_CORES = 4
export LEC_CHECK = 1
export CORE_AREA = 10 10 70 70
export DIE_AREA = 0 0 80 80
```

## design/flow/constraint.sdc

```tcl
current_design rs

set clk_period 1.5
set clk_io_pct 0.2

create_clock -name clk0 -period $clk_period

set non_clock_inputs [all_inputs -no_clocks]
set_input_delay [expr $clk_period * $clk_io_pct] -clock clk0 $non_clock_inputs
set_output_delay [expr $clk_period * $clk_io_pct] -clock clk0 [all_outputs]
```

## design/flow/design.v

```verilog
`timescale 1ns / 1ps
module mux2x1(
    input I0,
    input I1,
    input S,
    output O
    );
not g1(t1,S);
and g2(t2,t1,I0);
and g3(t3,S,I1);
or g4(O,t2,t3);
endmodule
`timescale 1ns / 1ps
module rs(
    input [7:0]I,
    input [2:0]S,
    output [7:0]O
    );
wire [7:0]Or1,Or2;
rs1 gr1(I,S[0],Or1);
rs2 gr2(Or1,S[1],Or2);
rs4 gr3(Or2,S[2],O);
endmodule
`timescale 1ns / 1ps
module rs1(
    input [7:0]I,
    input S,
    output [7:0]O
    );
mux2x1 mr11(I[0],I[1],S,O[0]);
mux2x1 mr12(I[1],I[2],S,O[1]);
mux2x1 mr13(I[2],I[3],S,O[2]);
mux2x1 mr14(I[3],I[4],S,O[3]);
mux2x1 mr15(I[4],I[5],S,O[4]);
mux2x1 mr16(I[5],I[6],S,O[5]);
mux2x1 mr17(I[6],I[7],S,O[6]);
mux2x1 mr18(I[7],0,S,O[7]);
endmodule
`timescale 1ns / 1ps
module rs2(
    input [7:0]I,
    input S,
    output [7:0]O
    );
mux2x1 mr21(I[0],I[3],S,O[0]);
mux2x1 mr22(I[1],I[3],S,O[1]);
mux2x1 mr23(I[2],I[4],S,O[2]);
mux2x1 mr24(I[3],I[5],S,O[3]);
mux2x1 mr25(I[4],I[6],S,O[4]);
mux2x1 mr26(I[5],I[7],S,O[5]);
mux2x1 mr27(I[6],0,S,O[6]);
mux2x1 mr28(I[7],0,S,O[7]);
endmodule
`timescale 1ns / 1ps
module rs4(
    input [7:0]I,
    input S,
    output [7:0]O
    );
mux2x1 mr41(I[0],I[4],S,O[0]);
mux2x1 mr42(I[1],I[5],S,O[1]);
mux2x1 mr43(I[2],I[6],S,O[2]);
mux2x1 mr44(I[3],I[7],S,O[3]);
mux2x1 mr45(I[4],0,S,O[4]);
mux2x1 mr46(I[5],0,S,O[5]);
mux2x1 mr47(I[6],0,S,O[6]);
mux2x1 mr48(I[7],0,S,O[7]);
endmodule
```

==> results.toml <==
# synthesis and place-and-route metrics
[run_status]
status = "finished, violations left"
violations = "negative setup slack"

[pwr]
leakagePower_nw = 0.303
p_total_uw = 175
p_per_area_nw_per_um2 = 272
irDropWorstVdd_uv = 38.8

[synthesis]
syn_inst = 42
synth.cell_area_um2 = 354
largest_area_cell = "mux2i_1"
netlist.area_leader.share_pct = 28.3
yosys-stat-area_um2 = 354
synth_warnings = 10
ys_cells = 42
avgSynthCellArea_um2 = 8.43
yosys.stat.seqShare_pct = 0
area_leaders = "mux2i_1, buf_4, mux4_1"
common_cells = "buf_4, mux2i_1"
yosysUniqueCellTypes = 20

[clocking]
hold_buffers = 0

[setup_path]
critPathCaptureType = "primary output"
start_kind = "input pin"
cp-startpoint = "I[6]"
critical_path_required_ps = 1200
path_class = "in -> out"
path_max_fanout = 2
arrival_ps = 1240

[grt]
grt-busiest-layer = "met2"
grt_overflow = 0
grt_pass1_wl_um = 1850
grt_pass1_vias = 408
use_met2_pct = 5.70
antenna_found_initial = 0
met1_usage_pct = 4.38
grt_usage_pct = 3.33
use_met3_pct = 0.795
grt_max_degree = 8

[finish]
syn2layout_area_growth_pct = 81.6
combGateArea_um2 = 293
register_area_um2 = 0
final_util_pct = 18.8
drive_gt1_share_pct = 60.6
n_clock_buffer = 0
fill_cells = 390
ff_count = 0
fin_cells = 112

[die]
die_area_um2 = 6400
io_pins = 19
core_um2 = 3420
num_rows = 21
die_height_um = 80
fp.dieW_um = 80
fp_util_pct = 10.4

[placement]
dpl.hpwl_um = 949
port_buffers = 19
numPlacedInstances = 108
gp_congestion = 0.829

[sta]
min_period_ps = 1540
max_freq_ghz = 0.648
timing.final.max_slew_violations = 0
worst_slew_pin_slew_ps = 254
relSlewSlack_pct = 83.0
setup_viol = 1
finalClockPeriodUsage_pct = 103
finalHoldViolCount = 0
setup_slack_ps = -42.7
rsz0062_at_grt = "true"
timing.hold.ws_ps = 948

[run]
warnings = 34
max-cap-violations = 0

[route]
detail-route-antenna-nets = 0
drt-total-wl_um = 1190
first_pass_iters = 2
vias_per_cell = 3.44
drt_iter0_markers = 20
wl_per_cell_um = 10.6
num_vias = 385
insertedDiodeCount = 0
route.detailed.drc = 0

[hold_path]
hold_path_class = "in -> out"
min_from = "S[0]"
## through the flow
step           setup TNS [ps]  setup WS, ps  cell area [um^2]
6_report                -42.7         -42.7               643
5_1_grt                 -87.5         -58.2               643
4_1_cts                  -124         -47.7               631
3_5_place_dp            -5980          -875               612
3_3_place_gp            -5920          -866               612
2_1_floorplan               0          66.8               354
## worst max-delay path, stage by stage
cell	delay (ps)
buf_2	120
mux4_2	450
mux2_4	270
buf_6	110
## logic make-up (layout without fill, tap and decap cells)
family | Yosys count | count (layout) | synth area share, %
multiplexers | 13 | 13 | 46.3
AND/OR/NAND/NOR | 9 | 9 | 14.1
buffers and inverters | 12 | 36 | 23.7
AND-OR/OR-AND | 8 | 8 | 15.9
## path summary, 6_finish.rpt
path / endpoint / slack, ps / cells after the start
min: O[7] / 950 / 4
max: O[0] / -40 / 4
## routing by layer
metal	share of wire (%)	vias up
met1	47	178
li1	-	196
met5	0	-
met3	7.5	0
met2	45	11
met4	0	0
## power by group
part / total, mW / switching [mW] / internal [mW] / leakage [nW]
clock: 0 / 0 / 0 / 0
combinational: 0.175 / 0.0623 / 0.113 / 0.303
sequential: 0 / 0 / 0 / 0
total: 0.175 / 0.0623 / 0.113 / 0.303
## layout make-up
cell class                      instances  share of cell area [%]
Timing Repair Buffer                   35                    44.9
Multi-Input combinational cell         30                    45.5
Inverter                                1                   0.584
Tap cell                               46                    8.95
## cell usage in the layout (no fill, tap or decap)
cell and instances:
nor2b_1 1, mux2i_2 2, buf_4 13, nor4b_2 1, buf_2 9, o21ai_1 1
mux4_2 2, o21ai_0 1, nand2b_4 1, nand2_1 2, o22a_1 1, or2_2 1
mux2_4 1, inv_1 1, clkdlybuf4s15_1 1, nand3b_1 1, dlygate4sd2_1 3, a211oi_1 1
o21a_1 2, buf_12 1, o211ai_1 1, mux2i_1 8, a211oi_2 1, nor2_1 2
buf_6 8
## repair_timing
item | 4_1_cts | 5_1_grt
gates resized | 77 | 4
setup endpoints to repair | 8 | 5
hold endpoints to repair | 0 | 0
pin swaps | 7 | 2
buffers inserted | 5 | 1
Power and IR drop assume default switching activity.
